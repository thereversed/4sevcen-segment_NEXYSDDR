$ cat flow/run.sh
#!/bin/bash
# OpenROAD 26Q1-2900-gdf79404cd8, Yosys 0.63+post, stock flow scripts
make -C /OpenROAD-flow-scripts/flow DESIGN_CONFIG=/design/flow/config.mk WORK_HOME=/design/flow/orfs finish
$ cat flow/config.mk
export PLATFORM = sky130hd
export DESIGN_NAME = top_module
export DESIGN_NICKNAME = top_module
export VERILOG_FILES = /design/flow/design.v
export SDC_FILE = /design/flow/constraint.sdc
export NUM_CORES = 4
export LEC_CHECK = 1
export CORE_AREA = 10 10 114 114
export DIE_AREA = 0 0 124 124
$ cat flow/constraint.sdc
current_design top_module

set clk_period 5.7
set clk_io_pct 0.2

create_clock -name clk0 -period $clk_period [get_ports {clk}]

set non_clock_inputs [all_inputs -no_clocks]
set_input_delay [expr $clk_period * $clk_io_pct] -clock clk0 $non_clock_inputs
set_output_delay [expr $clk_period * $clk_io_pct] -clock clk0 [all_outputs]
$ cat flow/design.v
`timescale 1ns / 1ps
module refreshcounter(input  r_clk, output reg [1:0] r_counter =0
    );
    always@(posedge r_clk)  r_counter <= r_counter +1;
endmodule
module anode_control ( input [1:0]r_counter, output reg[3:0] anode=0
);
    always@(r_counter)
    begin
        case(r_counter)
        2'b00 : anode =4'b1110;  
        2'b01 : anode = 4'b1101;
        2'b10 : anode = 4'b1011;
        2'b11: anode= 4'b0111;  
        endcase
    end
endmodule
module BCD_converter(
    input [3:0] digit1,  
    input [3:0] digit2,  
    input [3:0] digit3,  
    input [3:0] digit4,  
    input [1:0] r_counter,
    output reg [3:0]one_digit  
    );
    always@(r_counter)
        begin
            case(r_counter)
            2'd0 : one_digit  = digit1;  
            2'd1 : one_digit =  digit2;
            2'd2 : one_digit =  digit3;
            2'd3 : one_digit =  digit4;  
            endcase
        end   
endmodule
module cathode_convert(
    input [3:0] digit,
    output reg [7:0] cathode =0
);    
    always@(digit)
    begin
        case (digit)
        4'd0: cathode = 8'b11000000;
        4'd1: cathode = 8'b11111001;
        4'd2: cathode = 8'b10100100;
        4'd3: cathode = 8'b10110000;
        4'd4: cathode = 8'b10011001;
        4'd5: cathode = 8'b10010010;
        4'd6: cathode = 8'b10000010;
        4'd7: cathode = 8'b11111000;
        4'd8: cathode = 8'b10000000;
        4'd9: cathode = 8'b10010000;
        default : cathode = 8'b11000000;        
        endcase
    end 
endmodule
module clock_divider( input clk, output reg divider_clk =0
);
    integer counter_value=0;
    always@(posedge clk)
    begin
        if(counter_value == 1000)
        counter_value <= 0;
        else
            counter_value <= counter_value+1;
    end
    always@(posedge clk)
    begin
        if(counter_value == 1000)
            divider_clk <= ~divider_clk;
        else
            divider_clk <= divider_clk;
    end
endmodule
`timescale 1ns / 1ps
module top_module( input wire clk, input wire [7:0]switch, input [3:0]button,
 output wire [3:0] anode, output wire [7:0] cathode
    );
    wire refreshclock;
    wire [1:0] refreshcounter;
    wire [3:0] one_digit;
    clock_divider refresh_generator(.clk(clk), .divider_clk(refreshclock) );
    refreshcounter wrapper( .r_clk(refreshclock), .r_counter(refreshcounter) );
    anode_control anode_wrappert( .r_counter(refreshcounter), .anode(anode) ); 
    BCD_converter bcd_wrapper(
    .digit1(switch[3:0]),
    .digit2(switch[7:4]),
    .digit3(button[3:0]),
    .digit4(button[3:0]),
    .r_counter(refreshcounter),
    .one_digit(one_digit)
    );
    cathode_convert cathode_wrapper( .digit(one_digit), .cathode(cathode) );
endmodule
==> CHANGELOG.md <==
## Implementation

* IO buf count at 23
* RSZ-0062 raised after global routing: no
* Worst-path maximum fanout at 5
* Post-synth ARST share at 0%
* FF-to-FF End: refresh_generator.divider_clk
* H-tree levels at 2
* Num rows at 37
* Floorplan Utilization at 17.4%
* R2R Setup Slk at around 3.6 ns
* Distinct lib cells at 35
* Post-synth regs at 35
* IO Pins at 25
* Crit end category: output port
* Final ANT Viol Nets at 0
* Register pins left without a clock at 2
* TritonCTS clock tree: yes
* Crit. Startpoint: switch[5]
* Simple share at 24.0%
* Antenna diodes at 0
* Clock skew at about 0.0030 ns
* First-pass GRT wire length at 6140 um
* Levels on crit path at 8
* Worst EP required at 4.56 ns
* Hold Crit Class: reg2reg
* Tot Pwr at approximately 410 uW
* GPL Wtd Cong at approximately 0.78
* Outcome: finished, final reports clean
* Cell mode on critical path: clkdlybuf4s50_1
* Synth top area cells: dfxtp_1 38%, xor2_1 11%, ha_1 7.6%
* Final worst-path cycle share at 73.1%
* Post-Route WL at 3520 um
* Critical path, cell by cell: clkdlybuf4s50_1 > a21oi_1 > o2bb2ai_1 > inv_1 > ha_1 > mux2i_1 > a22o_1 > clkdlybuf4s50_1
* Wirelength per Cell at 9.68 um
* Clock Path Buffers at 2
* Maximum vdd drop at 0.139 mV
* Setup TNS at 0 ns
* Final Non-Filler Cells at 364
* Setup Fix Bufs, Post-CTS at 0
* RR Startpoint: refresh_generator.counter_value[13]
* DRT iter0 DRCs at 71
* Slew Viols, Final at 0
* DP Cell Count at approximately 360
* EDFF count, synth at 1
* Adder-cell share of the synthesized area at 7.61%
* CP bufs+invs at 3
* Top cell area share at 37.6%
* Reg2Reg Depth at 3
* Count of tool warnings at 32
* Die area at 15,400 um2
* Worst-Margin Slew at 0.625 ns
* Xor and xnor area share after synthesis at 14.5%
* Setup-failing EPs final at 0
* Post-cts sizing count at 0
* Max-Cap Viols at 0
* GRT Residual Overflow at 0
* Drt drc at 0
* Hold buffers post-CTS at 0
* MUX area fraction at around 1.7%
* CP Class: in2out
* Chip Area, Yosys at 1810 um2
* Delay-heaviest family, CP: buffers and inverters
* Mapped Cells at 204
* Vias in the first global route at 1,355
* Slowest CP cell: clkdlybuf4s50_1
* Worst stage delay on the critical path at 0.47 ns
* Util after Layout at a little over a fifth
* Data arrival, critical path at 3.03 ns
* Yosys Instances at 204
* Clk slew on worst S/H paths at around 0.060 ns
* Inserted Clock Buffers at 5
* Layout cells sized above 1 at around 3.5%
* CP endpoint: cathode[4]
* Initial antenna violation count at 0
* Worst skew pair latency at roughly 0.28 ns
* Post-synth seq share at between 30 and 40%
* Avg Inst Size Synth at 8.86 um2
* P&R area growth vs syn at 25.5%
* Number of unconstrained endpoints at 6
* Lkg Pwr at 0.000954 uW
* Die height at between 100 and 150 um
* Compound-Gate Fraction of Synth Area at under 10%
* Synth warn at 5
* DP Area at 2180 um2
* Worst Min Path Start: refresh_generator.counter_value[31]
* Main synth FF type: dfxtp_1
* Gr usage total at around 4.7%
* Largest net degree at the start of global routing at 17
* Crit path time final at 4.17 ns
* Commonest cells in the netlist: 34 x dfxtp_1, 23 x xor2_1, 18 x nor2_1
* Core box area at 10,400 um2
* Worst Setup Start Kind: input pin
* Max frequency at roughly 240 MHz
* First drt pass iteration count at 4
* CTS root buffer: clkbuf_8
* HPWL after DPL at between 2000 and 3000 um
* Yosys top cell by area: dfxtp_1
* Synthesized area at 1810 um2
* Post-route design area at 2270 um2
* Final Hold Vio Count at 0
* Pwr/cell area at 182 nW/um2
* Drt via density at 3.90
* Count leader, synth: dfxtp_1
* DR vias at 1,419
* Width of the die at around 120 um
* Slew HR at 58.2%
* Comb area leader: simple AND/OR/NAND/NOR gates
[registers in the layout, indices dropped and copies added, names as in the netlist]
name,cells
refresh_generator.counter_value,32
wrapper.r_counter,2
refresh_generator.divider_clk,1
[power by group]
group	internal [uW]	switching, uW
combinational	7.38	1.29
sequential	232	0
clock	95.6	76.7
[metrics by stage]
stage | hold slack, ns | worst slack (ns)
finish | 0.462 | 1.53
global route | 0.490 | 1.40
CTS | 0.463 | 1.54
detailed placement | 0.450 | 1.54
global placement | 0.441 | 1.58
floorplan | 0.425 | 2.55
[cells by family after synthesis]
family / Yosys count
AOI/OAI and AO/OA: 19
xor gates and xnor gates: 30
adders and majority gates: 11
buffers and inverters: 24
DFF: 35
muxes: 3
other: 1
and+or+nand+nor: 81
[routing by layer]
metal	global-route usage [%]	up-vias	share of wire [%]
li1	-	750	-
met1	6.70	650	49
met2	7.38	17	48
met3	1.10	2	3.2
met4	0.360	0	0.11
met5	0	-	0
[cell usage in the layout (no fill, tap or decap), types with 2 or more instances in the layout]
cell type,netlist,final
a21oi_1,4,4
nand2_1,13,13
and4_1,4,4
or4_1,2,2
nor3_1,8,8
nor4_1,12,12
inv_1,17,17
nand4_1,6,6
clkdlybuf4s50_1,0,23
o21ai_0,4,4
xnor2_1,7,7
and3_1,3,3
nor2_1,18,18
nor4b_1,2,2
xor2_1,23,23
dfxtp_1,34,34
clkbuf_8,0,6
mux2i_1,3,3
nand3_1,10,10
ha_1,11,11
o2bb2ai_1,3,3
[worst min path at each step]
stage / end / slack, ns / depth (start not counted)
6_report: refresh_generator.counter_value[31] / 0.46 / 1
5_1_grt: refresh_generator.counter_value[31] / 0.49 / 1
4_1_cts: refresh_generator.counter_value[31] / 0.46 / 1
[worst reg2reg max path: cells and delay by family, from the launching register on]
family	cells	cell delay, ns
DFF	1	0.34
and+or+nand+nor	3	1.41
[area by class of cell]
| class | count | area (um2) |
|---|---|---|
| fill | 1123 | 8150 |
| multi-input combinational | 145 | 1000 |
| sequential | 35 | 711 |
| timing repair buffer | 23 | 230 |
| tap | 136 | 170 |
| clock buffer | 7 | 86.3 |
| inverter | 18 | 67.6 |
Power is estimated from default activity; no workload was simulated.
